$ cat flow/config.mk
export PLATFORM = sky130hd
export DESIGN_NAME = second_order_sigma_delta_dac
export DESIGN_NICKNAME = second_order_sigma_delta_dac
export VERILOG_FILES = /design/flow/design.v
export SDC_FILE = /design/flow/constraint.sdc
export NUM_CORES = 4
export LEC_CHECK = 1
export CORE_UTILIZATION = 40
$ cat flow/constraint.sdc
current_design second_order_sigma_delta_dac

set clk_period 8.5
set clk_io_pct 0.2

create_clock -name clk0 -period $clk_period [get_ports {clk}]

set non_clock_inputs [all_inputs -no_clocks]
set_input_delay [expr $clk_period * $clk_io_pct] -clock clk0 $non_clock_inputs
set_output_delay [expr $clk_period * $clk_io_pct] -clock clk0 [all_outputs]
$ cat flow/design.v
`timescale 1ns / 1ps
module second_order_sigma_delta_dac(
    input logic clk,
    input logic rst_n,
    input logic[15:0] din,
    input logic din_valid,
    output logic dac_out
    );
logic signed[19:0] din_reg, feedback, sum1, sum1_reg,sum2,sum2_reg;
always_ff@(posedge clk) begin
    if(!rst_n) begin
        din_reg <= 0;
        sum1_reg <= 0;
        sum2_reg <= 0;
    end else begin
        if(din_valid) din_reg <= $signed(din);
        sum1_reg <= sum1;
        sum2_reg <= sum2;        
    end
end
    always_comb begin
        sum1 <= sum1_reg + din_reg - feedback;
        sum2 <= sum2_reg + sum1    - feedback;
        if(sum2_reg >= 0) begin
            feedback <= $signed(2**16);
            dac_out <= 1;
        end else begin
            feedback <= $signed(-(2**16));
            dac_out <= 0;
        end
    end
endmodule
$ cat flow/run.sh
#!/bin/bash
# OpenROAD 26Q1-2900-gdf79404cd8, Yosys 0.63+post, stock flow scripts
make -C /OpenROAD-flow-scripts/flow DESIGN_CONFIG=/design/flow/config.mk WORK_HOME=/design/flow/orfs finish
==> flow_summary.json <==
{
  "final_min_period_over_clock_period_pct": 54.9,
  "postPlaceCellArea_sq_um": 4650,
  "yosys.stat.chipArea_sq_um": 4320,
  "core_sq_um": 10400,
  "synth_seq_share_pct": 25.9,
  "post_cts_setup_driven_buffer_insertion_count": 0,
  "grt.busiest_layer": "met2",
  "drcViolationCount": 0,
  "route.antenna.remaining_nets": 0,
  "n_diodes": 0,
  "grt_setup_unrepaired": "no",
  "wl_per_cell_um": 11.2,
  "avgSynthCellArea_sq_um": 8.19,
  "grt_use_met1_pct": 22.9,
  "kind_of_path_behind_the_tightest_hold_check": "reg2reg",
  "post-route-cell-area_sq_um": 4740,
  "cts.repair.resized": 0,
  "synth.distinct_cells": 51,
  "edf_count": 0,
  "yosys_warnings": 1,
  "endpoint_kind": "flip-flop",
  "effective_utilization_at_floorplan_pct": 41.5,
  "drt_iter0_drc": 89,
  "worst_slack_ns": 3.83,
  "place.detailed.hpwl_mm": 5.96,
  "min-delay-start": "din_reg[8]",
  "first_global_vias": 2939,
  "layout_overhead_on_the_synthesized_area_pct": 9.52,
  "dominantRegCellSynth": "dfxtp_1",
  "final_hold_viol_count": 0,
  "grt_usage_pct": 14.8,
  "final.setup_skew_ns": 0.0100,
  "grt_max_degree": 55,
  "max-cap-violations": 0,
  "r2r-end": "sum2_reg[19]",
  "port_buffers": 19,
  "crit-reg2reg-launch": "din_reg[6]",
  "floorplan.io_pins": 20,
  "first_pass_iters": 6,
  "numSynthFlops": 56,
  "cts_buffer_depth": 2,
  "route.vias.total": 3244,
  "post_route_cells_drive_above_1_share_pct": 3.49,
  "design.die.area_sq_um": 11200,
  "path_clk_slew_ns": 0.10,
  "use_met2_pct": 23.2,
  "finalSetupTns_ns": 0,
  "run_status": "finished, final reports clean",
  "layout_min_cycle_time_ns": 4.67,
  "max_clock_freq_mhz": 214,
  "cts_tree": "done",
  "setup_viol_count_final": 0,
  "clock.latency.late_pin_ns": 0.31,
  "cp-start-kind": "flip-flop",
  "timing.critical_path.arrival_ns": 4.85,
  "cts_hold_buf": 0,
  "max_slew.worst_pin.slew_ns": 0.605,
  "worst-setup-path-type": "reg2reg",
  "timing.slew.headroom_pct": 59.7,
  "gp_congestion": 0.866,
  "critical_path.max_fanout": 5,
  "cts-htree-levels": 2,
  "timing.hold.worst_endpoint": "din_reg[8]",
  "die_y_um": 106,
  "grt_pass1_wl_mm": 13.3,
  "synthesis.instances": 528,
  "ys_cells": 528,
  "total_count_of_max_transition_violations_in_the_final_report": 0,
  "core.rowCount": 37,
  "cts_inserted_buffers": 5,
  "dpl_worst_slack_ns": 3.89,
  "grt_util_met3_pct": 1.75,
  "vias_per_cell": 4.76,
  "die-width_um": 106,
  "synth_area_sq_um": 4320,
  "required_ns": 8.68,
  "reg2regPathDepth": 20,
  "async_reset_ff_share_pct": 0,
  "reg2reg_setup_slack_ns": 3.83,
  "holdPathStages": 2,
  "cts.root.buffer_cell": "clkbuf_8",
  "stage_log_warnings": 26,
  "fill_cells": 1007,
  "antenna_found_initial": 0,
  "global_route.overflow_total": 0,
  "cts.sink_count": 56,
  "routed_wirelength_mm": 7.66
}
==> how the worst max path moves through the flow <==
| stage | end | slack [ns] | depth (start not counted) | startpoint |
|---|---|---|---|---|
| after global routing | sum2_reg[19] | 3.52 | 20 | din_reg[6] |
| final | sum2_reg[19] | 3.83 | 20 | din_reg[6] |
| after CTS | sum2_reg[19] | 3.86 | 20 | din_reg[3] |
==> critical path: stages (launching register included) <==
cell      delay, ns
dfxtp_1        0.34
inv_1          0.04
ha_1           0.26
inv_1          0.04
ha_1           0.36
a21oi_1        0.27
nand2_1        0.07
a21oi_1        0.25
o21ai_1        0.20
a221o_1        0.34
xnor2_1        0.25
fa_1           0.46
inv_1          0.07
ha_1           0.27
and3_1         0.20
o211a_4        0.17
a221o_1        0.35
a21o_1         0.18
a211oi_2       0.22
or3_1          0.14
a21oi_1        0.06
==> stage by stage <==
step           hold slack, ns  instances  utilization (%)
6_report                0.499        681             45.5
5_1_grt                 0.535        681             45.5
4_1_cts                 0.506        681             45.5
3_5_place_dp            0.482        673             44.6
3_3_place_gp            0.475        673             44.6
2_1_floorplan           0.460        528                -
==> per-layer routing <==
layer	up-vias	part of all wire, %
li1	1767	-
met4	0	1.5
met2	37	42
met5	-	0
met3	7	3.0
met1	1433	54
==> layout make-up <==
cell class	instances	area [sq um]	share of cell area (%)
clock buffer	8	90.1	1.90
inverter	119	447	9.43
multi-input combinational	341	2700	57.1
sequential	56	1120	23.7
tap	136	170	3.59
timing repair buffer	21	205	4.33
==> cell usage after synthesis, drive strengths merged, types with 2 or more instances <==
master	count	area [sq um]
inv	119	447
o21ai	17	88.8
nor4	2	18.8
xor2	15	131
a221o	2	20.0
nor3b	3	22.5
buf	2	16.3
nand2b	4	32.5
xnor2	16	140
a21oi	27	139
a31oi	9	56.3
dfxtp	56	1120
o31ai	2	15.0
o21bai	2	15.0
mux2i	17	170
a211oi	3	27.5
and2	5	31.3
clkbuf	10	37.5
o211ai	3	22.5
nand3b	2	15.0
fa	4	80.1
a41o	2	20.0
or3	4	25.0
nand3	4	20.0
nor3	5	25.0
nand2	16	60.1
nand4	4	25.0
a21o	18	135
and3	3	18.8
nor2b	6	37.5
a2111oi	3	70.1
nor2	58	218
o21a	6	45.0
ha	71	888
==> logic make-up after synthesis <==
kind of cell / Yosys count / synth area share (%)
AND/OR/NAND/NOR: 117 / 12.9
XOR/XNOR: 31 / 6.28
buffers and inverters: 131 / 11.6
multiplexers: 17 / 3.94
flip-flops: 56 / 25.9
AND-OR/OR-AND: 101 / 17.0
adder cells (fa/ha/maj): 75 / 22.4
==> cells in the final DEF, fill, tap and decap left out, types with 3 or more instances in the layout <==
master and count:
ha_1 71, a21oi_1 26, nor2_1 58, xnor2_1 16
nand3_1 4, or3_1 4, xor2_1 15, mux2i_1 17
clkdlybuf4s50_1 19, o21ai_1 3, a31oi_1 9, nand2_1 16
o211ai_1 3, nand2b_1 3, inv_1 118, nor2b_1 6
clkbuf_8 6, and2_1 5, a21o_1 18, dfxtp_1 56
fa_1 4, o21a_1 6, nor3_1 5, nand4_1 4
nor3b_1 3, and3_1 3, o21ai_0 13
