File: design.v
`timescale 1ns / 1ps
module first_order_sigma_delta_dac(
    input logic clk,
    input logic rst_n,
    input logic signed[15:0] din,
    input logic din_valid,
    output logic dac_out
    );
logic signed[19:0] din_reg, feedback, sum1_reg;
begin
    always_ff@(posedge clk) begin
        if(!rst_n) begin
            din_reg <= 0;
            sum1_reg <= 0;
        end else begin
            if(din_valid) din_reg <= $signed(din);
            sum1_reg <= sum1_reg + din_reg - feedback;
        end
    end
    always_comb
        if(sum1_reg >= 0) begin
            feedback <= 2**16;
            dac_out <= 1;
        end else begin
            feedback <= - (2**16);
            dac_out <= 0;
        end
    end
endmodule
File: run.sh
#!/bin/bash
# OpenROAD 26Q1-2900-gdf79404cd8, Yosys 0.63+post, stock flow scripts
make -C /OpenROAD-flow-scripts/flow DESIGN_CONFIG=/design/flow/config.mk WORK_HOME=/design/flow/orfs finish
File: config.mk
export PLATFORM = sky130hd
export DESIGN_NAME = first_order_sigma_delta_dac
export DESIGN_NICKNAME = first_order_sigma_delta_dac
export VERILOG_FILES = /design/flow/design.v
export SDC_FILE = /design/flow/constraint.sdc
export NUM_CORES = 4
export LEC_CHECK = 1
export CORE_AREA = 10 10 113 113
export DIE_AREA = 0 0 123 123
File: constraint.sdc
current_design first_order_sigma_delta_dac

set clk_period 9.0
set clk_io_pct 0.2

create_clock -name clk0 -period $clk_period [get_ports {clk}]

set non_clock_inputs [all_inputs -no_clocks]
set_input_delay [expr $clk_period * $clk_io_pct] -clock clk0 $non_clock_inputs
set_output_delay [expr $clk_period * $clk_io_pct] -clock clk0 [all_outputs]
==> out/qor.json <==
{
  "outcome": "finished clean",
  "hold_viol": 0,
  "clock_latency_ns": 0.28,
  "grtUsageMet2_pct": 10.7,
  "max-clock-path-buffers": 2,
  "pin_count": 20,
  "count_of_clock_tree_sinks": 36,
  "drc_marker_count_from_the_first_detailed_route_iteration": 57,
  "drt_drc_violations_left": 0,
  "worst_pin_slew_ns": 0.462,
  "final_tally_of_max_slew_violations": 0,
  "floorplan.core_util_pct": 24.1,
  "clk_pin_slew_worst_paths_ns": 0.07,
  "critical_path_required_ns": 9.21,
  "critical-path-max-stage-delay_ns": 0.62,
  "grt_met1_use_pct": 8.74,
  "postSynthSeqShare_pct": 28.9,
  "critical_path.n_buffers_inverters": 3,
  "post-dp-hpwl_mm": 3.51,
  "critical_path.slowest_cell": "sky130_fd_sc_hd__clkdlybuf4s50_1",
  "worst_slew_margin_rel_pct": 68.4,
  "critical_path.startpoint_type": "primary input",
  "core_region_area_um2": 10300,
  "critical_path_arrival_ns": 3.27,
  "p_leak_nw": 1.40,
  "synth-area-yosys_um2": 2490,
  "drt-pass1-iter-count": 4,
  "grt_setup_unrepaired": "false",
  "final_layout_size_suffix_gt1_share_pct": 4.59,
  "global_route.usage.total_pct": 6.40,
  "cts.repair.resized": 0,
  "fin_crit_sh_pct": 34.0,
  "finalSetupViolations": 0,
  "largest_reg_flops": 20,
  "cts_setup_buffers": 0,
  "die_x_um": 123,
  "dp_worst_setup_slack_ns": 5.62,
  "num-fill-cells": 1093,
  "route.final.wire_length_mm": 4.49,
  "global_route_wire_length_before_repair_mm": 8.28,
  "row_count": 37,
  "grt.busiest_layer": "met2",
  "dieHeight_um": 123,
  "setup_ws_ns": 5.94,
  "cts_inserted_buffers": 5,
  "cp_top_family": "buffers and inverters",
  "openroad.warnings": 26,
  "hold_path_class": "reg -> reg",
  "hold_ws_ns": 0.492,
  "cts_tree": "done",
  "power.ir.vdd_worst_mv": 0.149,
  "vias": 1933,
  "htree_levels": 2,
  "port_buffers": 19,
  "per_instance_average_area_after_synthesis_um2": 8.17,
  "number_of_max_capacitance_violations_reported": 0,
  "diodes": 0,
  "top_reg_cell_synth": "sky130_fd_sc_hd__dfxtp_1",
  "vias_per_cell": 4.17,
  "comb_area_um2": 1480,
  "critPathKind": "in -> reg",
  "cts_hold_buf": 0,
  "fin_worst_skew_ns": 0.00352,
  "share_of_flip_flops_with_an_asynchronous_set_or_reset_pct": 0,
  "vias_in_the_first_global_route": 1869,
  "post-route-cell-area_um2": 2930,
  "synth.cell_area_um2": 2490,
  "area.growth.synth_to_final_pct": 17.6,
  "final.setup.tns_ns": 0,
  "critical_path.endpoint_type": "flop",
  "met3_usage_in_global_routing_pct": 1.20,
  "timing.fmax_ghz": 0.327,
  "tally_of_unique_sky130hd_cells_used_after_synthesis": 43,
  "grt_remaining_overflow": 0,
  "number_of_register_bits_inferred_by_synthesis": 36,
  "root_buffer": "sky130_fd_sc_hd__clkbuf_8",
  "yosys-stat-cells": 305,
  "avgRoutedWirePerCell_um": 9.70,
  "path_max_fanout": 34,
  "cellPowerDensity_nw_per_um2": 332,
  "post-route-min-period_ns": 3.06,
  "synth-edff-count": 0,
  "placed_cell_area_um2": 2840,
  "finalWeightedCongestion": 0.852,
  "maximum_number_of_pins_on_one_net_before_global_route_repair": 35,
  "fp.dieArea_um2": 15100,
  "synth.yosys.warnings": 1,
  "flop_area_um2": 721,
  "post_synth_inst_count": 305,
  "ant_nets": 0,
  "number_of_antenna_violations_at_the_first_check_in_global_routing": 0,
  "placed_cells_incl_taps": 455,
  "final_standard_cell_count_with_taps_included_and_fillers_excluded": 463,
  "worstPathCellList": "clkdlybuf4s50_1 > clkinv_1 > buf_4 > or3_1 > o211ai_1"
}
==> synth_stat cells (4+ instances only) <==
master,n,area (um2)
sky130_fd_sc_hd__o211ai_1,5,37.5
sky130_fd_sc_hd__xor2_1,5,43.8
sky130_fd_sc_hd__xnor2_1,4,35.0
sky130_fd_sc_hd__nand2_1,12,45.0
sky130_fd_sc_hd__ha_1,36,450
sky130_fd_sc_hd__clkbuf_1,6,22.5
sky130_fd_sc_hd__a21o_1,4,30.0
sky130_fd_sc_hd__a21oi_1,14,70.1
sky130_fd_sc_hd__nor2_1,29,109
sky130_fd_sc_hd__o21ai_0,7,35.0
sky130_fd_sc_hd__nor3_1,10,50.1
sky130_fd_sc_hd__o21a_1,4,30.0
sky130_fd_sc_hd__dfxtp_1,36,721
sky130_fd_sc_hd__nand2b_1,4,25.0
sky130_fd_sc_hd__mux2i_1,18,180
sky130_fd_sc_hd__inv_1,70,263
==> cell type report <==
cell class,count,share of cell area [%]
repair buffers,21,7.01
inverters,71,9.10
flip-flops and latches,36,24.6
multi-input cells,191,50.4
well taps,136,5.81
clock buffers,8,3.08
==> report_power, final <==
| part | leakage, nW | internal (mW) | total (mW) | switching (mW) |
|---|---|---|---|---|
| logic | 1.05 | 0.288 | 0.641 | 0.352 |
| clock network | 0.0455 | 0.0624 | 0.118 | 0.0552 |
| registers | 0.299 | 0.202 | 0.214 | 0.0115 |
==> stage by stage <==
stage               utilization [%]  total power [mW]
finish                         28.4             0.972
floorplan                         -             0.745
detailed placement             27.5             0.857
global placement               27.5             0.851
global route                   28.4              1.09
CTS                            28.4             0.982
==> path summary, 6_finish.rpt <==
check,startpoint,endpoint,slack (ns),depth (start not counted)
max reg2reg,din_reg[5],sum1_reg[14],6.50,10
min,din_reg[13],din_reg[13],0.49,2
max,rst_n,sum1_reg[16],5.94,5
min reg2reg,din_reg[13],din_reg[13],0.49,2
==> cell usage in the layout, fill, tap and decap left out, drive strengths merged, types with 4 or more instances in the layout <==
cell and n:
inv 70, mux2i 18, nor2 29, nand2 12, a21o 4, o21a 5
o21ai 9, dfxtp 36, clkbuf 8, nand2b 4, nor3b 4, nor3 10
clkdlybuf4s50 19, o211ai 6, xnor2 4, xor2 5, a21oi 15, ha 36
==> metal layers <==
metal  up-vias  part of all wire [%]
met5         -                     0
met4         0                   1.1
met3         5                   2.8
met2        20                    44
met1       865                    52
li1       1043                     -
==> worst reg2reg max path: cells and delay by family (launching register included) <==
family	cells	cell delay [ns]
compound gates	4	1.18
simple gates	2	0.19
flops	1	0.33
fa+ha+maj	2	0.62
buf+inv	2	0.08
==> kinds of logic (layout without fill, tap and decap cells) <==
group                    after synthesis  after routing  synth area share [%]
buffers and inverters                 78            100                  11.8
AND/OR/NAND/NOR                       71             71                  13.5
AND-OR/OR-AND                         55             55                  15.7
adder cells (fa/ha/maj)               38             38                  19.7
flip-flops                            36             36                  28.9
multiplexers                          18             18                  7.23
XOR/XNOR                               9              9                  3.16
Power is estimated from default activity; no workload was simulated.
